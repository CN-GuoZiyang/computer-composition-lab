--- ./design.v ---
`timescale 1ns / 1ps
module IDEXREG(
    input clk,
    input [31:0] pc_id,
    input [31:0] extend_out,
    input [31:0] ir_id,
    input [31:0] reg1_id,
    input [31:0] reg2_id,
    input [5:0] opcode_id,
    output reg [5:0] opcode_ex,
    output reg [31:0] pc_ex,
    output reg [31:0] extend_ex,
    output reg [31:0] ir_ex,
    output reg [31:0] num1_ex,
    output reg [31:0] num2_ex,
    output reg s1_sel
    );
    reg [31:0] pc, extend, ir, reg1, reg2, opcode;
    initial begin
        pc = 0;
        extend = 0;
        ir = 0;
        reg1 = 0;
        reg2 = 0;
        opcode = 0;
    end
    always @ (posedge clk) begin
        pc <= pc_id;
        extend <= extend_out;
        ir <= ir_id;
        reg1 <= reg1_id;
        reg2 <= reg2_id;
        opcode <= opcode_id;
    end
    wire sl;
    assign sl = (opcode_id[5] == 1)? 1 : 0;
    always @ (negedge clk) begin
        pc_ex <= pc;
        extend_ex <= extend;
        ir_ex <= ir;
        num1_ex <= reg1;
        num2_ex <= reg2;
        opcode_ex <= opcode;
        s1_sel <= sl;
    end
endmodule
--- ./run.sh ---
#!/bin/bash
# OpenROAD 26Q1-2900-gdf79404cd8, Yosys 0.63+post, stock flow scripts
make -C /OpenROAD-flow-scripts/flow DESIGN_CONFIG=/design/flow/config.mk WORK_HOME=/design/flow/orfs finish
--- ./config.mk ---
export PLATFORM = sky130hd
export DESIGN_NAME = IDEXREG
export DESIGN_NICKNAME = IDEXREG
export VERILOG_FILES = /design/flow/design.v
export SDC_FILE = /design/flow/constraint.sdc
export NUM_CORES = 4
export LEC_CHECK = 1
export CORE_AREA = 10 10 220 220
export DIE_AREA = 0 0 230 230
--- ./constraint.sdc ---
current_design IDEXREG

set clk_period 1.0
set clk_io_pct 0.2

create_clock -name clk0 -period $clk_period [get_ports {clk}]

set non_clock_inputs [all_inputs -no_clocks]
set_input_delay [expr $clk_period * $clk_io_pct] -clock clk0 $non_clock_inputs
set_output_delay [expr $clk_period * $clk_io_pct] -clock clk0 [all_outputs]
==> report_table.html <==
<!-- implementation run metrics -->
<table>
<tr><th>Metric</th><th>Value</th></tr>
<tr><th colspan="2">Run status</th></tr>
<tr><td>Run status</td><td>complete, but fails checks</td></tr>
<tr><td>Failing checks</td><td>negative setup slack</td></tr>
<tr><th colspan="2">Detailed routing</th></tr>
<tr><td>Number of violations reported at the end of detailed-routing iteration 0</td><td>71</td></tr>
<tr><td>Antenna viol nets, final</td><td>0</td></tr>
<tr><td>Number of vias per cell after detailed routing</td><td>2.85</td></tr>
<tr><td>Iteration count of the initial detailed-routing pass</td><td>3</td></tr>
<tr><td>Met3 Wirelength</td><td>2.60 mm</td></tr>
<tr><td>Via count</td><td>4221</td></tr>
<tr><td>Total detailed-routing wirelength</td><td>19.1 mm</td></tr>
<tr><td>Antenna diodes</td><td>0</td></tr>
<tr><td>Wirelength per Cell</td><td>12.9 um</td></tr>
<tr><td>DRC viols</td><td>0</td></tr>
<tr><td>Uppermost routed layer</td><td>met5</td></tr>
<tr><td>Wire length on met1</td><td>7.15 mm</td></tr>
<tr><td>Amount of wire on met2 after detailed routing</td><td>8.67 mm</td></tr>
<tr><th colspan="2">Final layout</th></tr>
<tr><td>Multi-input gates</td><td>0</td></tr>
<tr><td>FF+latch area</td><td>6720 um2</td></tr>
<tr><td>Share of final-layout standard cells stronger than drive strength 1</td><td>30.1%</td></tr>
<tr><td>Number of filler instances in the final layout</td><td>4404</td></tr>
<tr><td>Area of the multi-input gates</td><td>0 um2</td></tr>
<tr><td>Fraction of the core area covered by cells at the end of the flow</td><td>27.4%</td></tr>
<tr><td>Area growth from synthesis to layout</td><td>78.3%</td></tr>
<tr><td>Final cell count without fillers</td><td>1482</td></tr>
<tr><th colspan="2">Critical path</th></tr>
<tr><td>Startpoint type of the worst setup path</td><td>flop</td></tr>
<tr><td>Number of buffer and inverter instances along the worst setup path</td><td>1</td></tr>
<tr><td>Worst path required time</td><td>0.80 ns</td></tr>
<tr><td>Cell type group with the largest total delay on the critical path</td><td>flip-flops</td></tr>
<tr><td>Crit-path max FO</td><td>1</td></tr>
<tr><td>Longest individual stage delay on the worst path</td><td>0.34 ns</td></tr>
<tr><td>Endpoint class of the critical path</td><td>output port</td></tr>
<tr><td>List of cells traversed by the critical path</td><td>buf_2</td></tr>
<tr><td>Critical Setup Path Class</td><td>reg2out</td></tr>
<tr><td>Path length in cells of the critical path</td><td>1</td></tr>
<tr><td>Worst reg-to-reg path cell count</td><td>0</td></tr>
<tr><td>Crit-path slowest cell</td><td>sky130_fd_sc_hd__dfxtp_2</td></tr>
<tr><td>Arrival @ worst endpoint</td><td>1.53 ns</td></tr>
<tr><th colspan="2">Floorplan</th></tr>
<tr><td>Count of pins on the block boundary</td><td>334</td></tr>
<tr><td>Die boundary width</td><td>230 um</td></tr>
<tr><td>Full die area</td><td>52900 um2</td></tr>
<tr><td>Placeable core region</td><td>43400 um2</td></tr>
<tr><td>Site row count</td><td>76</td></tr>
<tr><td>Effective utilization at floorplan</td><td>15.4%</td></tr>
<tr><td>Die Height</td><td>230 um</td></tr>
<tr><th colspan="2">Min path</th></tr>
<tr><td>Worst min path class</td><td>in2reg</td></tr>
<tr><td>WHS Path Cells</td><td>1</td></tr>
<tr><th colspan="2">Logic synthesis</th></tr>
<tr><td>Top-area cell share</td><td>99.9%</td></tr>
<tr><td>Yosys stat cell total</td><td>334</td></tr>
<tr><td>Post-synth regs</td><td>333</td></tr>
<tr><td>Post-synth seq share</td><td>99.9%</td></tr>
<tr><td>Number of distinct library cells after synthesis</td><td>2</td></tr>
<tr><td>Mux contribution to synthesized area</td><td>0%</td></tr>
<tr><td>Syn Std Cell Area</td><td>6670 um2</td></tr>
<tr><td>Total number of yosys warnings</td><td>1</td></tr>
<tr><td>Adder-cell area share of the yosys netlist</td><td>0%</td></tr>
<tr><td>Biggest area consumer among synthesized cells</td><td>sky130_fd_sc_hd__dfxtp_1</td></tr>
<tr><td>Syn Area/Cell</td><td>20.0 um2</td></tr>
<tr><td>Complex Gates by Area</td><td>0%</td></tr>
<tr><td>Synthesized chip area reported by yosys</td><td>6670 um2</td></tr>
<tr><td>Synth logic family</td><td>buffers and inverters</td></tr>
<tr><td>Most area-consuming cells after synthesis</td><td>sky130_fd_sc_hd__dfxtp_1, sky130_fd_sc_hd__inv_1</td></tr>
<tr><td>Xor/xnor cell area share of the yosys netlist</td><td>0%</td></tr>
<tr><td>Syn Inst Count</td><td>334</td></tr>
<tr><td>Simple-Gate Fraction of Synth Area</td><td>0%</td></tr>
<tr><th colspan="2">CTS</th></tr>
<tr><td>CTS Buf Count</td><td>36</td></tr>
<tr><td>TritonCTS clock tree</td><td>done</td></tr>
<tr><td>Cts hold-fix bufs</td><td>0</td></tr>
<tr><td>Clock Pin Slew Worst Setup and Hold Paths</td><td>0.07 ns</td></tr>
<tr><td>Master cell of the clock root buffer</td><td>sky130_fd_sc_hd__clkbuf_16</td></tr>
<tr><td>Clk ins delay skew pair</td><td>0.59 ns</td></tr>
<tr><td>Htree depth</td><td>2</td></tr>
<tr><td>CTS sink cnt</td><td>333</td></tr>
<tr><td>CTS Buffer Depth</td><td>3</td></tr>
<tr><th colspan="2">Global route</th></tr>
<tr><td>Initial antenna violation count</td><td>1</td></tr>
<tr><td>Vias in the first global route</td><td>4326</td></tr>
<tr><td>Pin count of the biggest net entering global routing</td><td>15</td></tr>
<tr><td>Overall overflow remaining after global route</td><td>0</td></tr>
<tr><td>First-pass GRT wire length</td><td>27.9 mm</td></tr>
<tr><td>Global-route usage over all layers</td><td>7.04%</td></tr>
<tr><th colspan="2">Placed design</th></tr>
<tr><td>Hpwl dp</td><td>14.0 mm</td></tr>
<tr><td>Placer Congestion</td><td>0.751</td></tr>
<tr><td>Tally of buffers added on design ports</td><td>333</td></tr>
<tr><td>Cells after DPL</td><td>1252</td></tr>
<tr><th colspan="2">Power and ir drop</th></tr>
<tr><td>Total power</td><td>31.8 mW</td></tr>
<tr><td>Power per standard cell area</td><td>2680 nW/um2</td></tr>
<tr><td>Worst-case vdd ir drop</td><td>1.53 mV</td></tr>
<tr><td>LEAKAGE</td><td>5.65 nW</td></tr>
<tr><th colspan="2">Final timing</th></tr>
<tr><td>Setup repair after global routing missed its margin</td><td>true</td></tr>
<tr><td>Final setup slack of the worst path</td><td>-0.731 ns</td></tr>
<tr><td>Final sum of negative setup slack</td><td>-112.39 ns</td></tr>
<tr><td>Count of final hold-check violations</td><td>0</td></tr>
<tr><td>Final worst clock skew</td><td>0.0678 ns</td></tr>
<tr><td>Total count of max-transition violations in the final report</td><td>0</td></tr>
<tr><td>Transition time at the pin with the least slew margin</td><td>0.155 ns</td></tr>
<tr><td>Final Setup Violations</td><td>167</td></tr>
<tr><td>Relative slew slack</td><td>89.7%</td></tr>
<tr><th colspan="2">Run</th></tr>
<tr><td>Max-capacitance violation count</td><td>0</td></tr>
<tr><td>Tool Warnings</td><td>194</td></tr>
</table>
## synthesized netlist by cell type, drive strengths merged
cell type	n
inv	1
dfxtp	333
## repair_timing
item,in CTS,in global routing
setup buffers,0,0
setup endpoints to repair,168,167
gates resized,580,16
## cells by family after synthesis
| kind of cell | after synthesis |
|---|---|
| flops | 333 |
| buf+inv | 1 |
## layer usage
layer  GRT usage (%)  vias to the layer above
met1            7.88                     1838
met4            2.14                        2
li1                -                     2120
met2            11.0                      215
met5               0                        -
met3            4.27                       46
## power by group
| group | total, mW | internal [mW] | switching, mW |
|---|---|---|---|
| logic | 0.972 | 0.786 | 0.186 |
| registers | 14.2 | 14.1 | 0.163 |
| clock network | 16.7 | 9.57 | 7.08 |
## area by class of cell
class / count / share of cell area [%]
clock buffers: 42 / 8.55
clock inverters: 189 / 7.60
flip-flops and latches: 333 / 56.5
well taps: 585 / 6.15
repair buffers: 333 / 21.2
## flip-flops by register name (all words and copies together), names as in the netlist, 32 cells and up
| signal | count |
|---|---|
| extend_ex | 32 |
| num1_ex | 32 |
| num2_ex | 32 |
| extend | 32 |
| pc | 32 |
| reg2 | 32 |
| reg1 | 32 |
| ir_ex | 32 |
| pc_ex | 32 |
| ir | 32 |
## path summary, 6_finish.rpt
path,endpoint,start,slack (ns)
min reg2reg,ir_ex[13],ir[13],0.77
max reg2reg,num1_ex[10],reg1[10],0.05
max,ir_ex[27],ir_ex[27],-0.73
min,extend[5],extend_out[5],0.11
## placed cells by master (no fill, tap or decap)
| master | n |
|---|---|
| sky130_fd_sc_hd__buf_2 | 163 |
| sky130_fd_sc_hd__clkbuf_8 | 3 |
| sky130_fd_sc_hd__dfxtp_2 | 41 |
| sky130_fd_sc_hd__clkinv_2 | 1 |
| sky130_fd_sc_hd__inv_6 | 4 |
| sky130_fd_sc_hd__dfxtp_1 | 292 |
| sky130_fd_sc_hd__inv_8 | 2 |
| sky130_fd_sc_hd__clkbuf_16 | 39 |
| sky130_fd_sc_hd__clkdlybuf4s50_1 | 166 |
| sky130_fd_sc_hd__bufinv_16 | 5 |
| sky130_fd_sc_hd__clkinv_4 | 3 |
| sky130_fd_sc_hd__clkinvlp_2 | 3 |
| sky130_fd_sc_hd__buf_6 | 4 |
| sky130_fd_sc_hd__inv_1 | 169 |
| sky130_fd_sc_hd__clkinvlp_4 | 2 |
## through the flow
stage	cell area [um2]	hold WS, ns	worst slack, ns
after floorplan	6670	0.228	0.0385
after detailed placement	10700	0.652	-0.592
after global routing	11900	0.0565	-0.782
after CTS	11900	0.0478	-0.786
final	11900	0.106	-0.731
after global placement	10700	0.649	-0.604
Power is estimated from default activity; no workload was simulated.
